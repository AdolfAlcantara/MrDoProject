[/design/flow/run.sh]
#!/bin/bash
# OpenROAD 26Q1-2900-gdf79404cd8, Yosys 0.63+post, stock flow scripts
make -C /OpenROAD-flow-scripts/flow DESIGN_CONFIG=/design/flow/config.mk WORK_HOME=/design/flow/orfs finish
[/design/flow/config.mk]
export PLATFORM = sky130hd
export DESIGN_NAME = RegisterFile
export DESIGN_NICKNAME = RegisterFile
export VERILOG_FILES = /design/flow/design.v
export SDC_FILE = /design/flow/constraint.sdc
export NUM_CORES = 4
export LEC_CHECK = 1
export CORE_UTILIZATION = 30
[/design/flow/constraint.sdc]
current_design RegisterFile

set clk_period 6.4
set clk_io_pct 0.2

create_clock -name clk0 -period $clk_period [get_ports {clk}]

set non_clock_inputs [all_inputs -no_clocks]
set_input_delay [expr $clk_period * $clk_io_pct] -clock clk0 $non_clock_inputs
set_output_delay [expr $clk_period * $clk_io_pct] -clock clk0 [all_outputs]
[/design/flow/design.v]
module RegisterFile(
    input [4:0] ra1,
    input [4:0] ra2,
    input [4:0] wa,
    input [31:0] wd,
    input we,
    input clk,
    output [31:0] rd1,
    output [31:0] rd2
    );
    reg [31:0] memory[0:31]  ;
    assign rd1 = memory[ra1];
    assign rd2 = memory[ra2];
    always @(posedge clk)
    begin
        if (we)
            memory[wa] <= wd;
    end
    initial begin
        memory[0] = 32'd0;
    end
endmodule
==> impl_metrics.csv <==
group,metric,value,unit
grt,grt_pass1_wl,222000,um
status,status,"completed",
synth,area_leaders,"edfxtp_1 (63%), mux2i_1 (21%), a22oi_1 (3.0%)",
clock_tree,cts.repair.resized,0,
detailed_routing,wirelength,156000,um
clock_tree,clock_sinks,1024,
final_layout,top_register,"memory",
timing,hold_viol,0,
job,max-cap-violations,0,
critical_path,crit_slowest_cell,"clkdlybuf4s50_1",
critical_path,crit_top_cell,"clkdlybuf4s50_1",
critical_path,startpoint_type,"input pin",
place,place_inst,5560,
grt,antenna_found_initial,9,
floorplanning,die_h,405,um
synth,top_area_share,63.0,%
detailed_routing,vias,31200,
synth,syn_inst,3386,
synth,yosys_cells,3386,
timing,tns,0,ns
detailed_routing,drt-wirelength-per-cell,27.1,um
clock_tree,cts_root_buffer,"clkbuf_16",
final_layout,largest_reg_flops,1024,
grt,grt_pass1_vias,32200,
pwr,p_total,15000,uW
timing,final_max_slew_viol_count,0,
critical_path,worstSetupPathType,"in -> out",
timing,period_needed,5.66,ns
place,pre_cts_ws,0.819,ns
grt,grtUsageTotal,19.9,%
clock_tree,cts_tree,"done",
floorplanning,fp-utilization,30.3,%
grt,grt_max_degree,80,
detailed_routing,antenna_left,0,
critical_path,cpPeakStageDelay,0.81,ns
detailed_routing,via_per_inst,5.43,
clock_tree,post-cts-setup-buffers,0,
pwr,vdd_drop_max,0.205,mV
synth,yosys_area,0.0488,mm2
final_layout,area_growth,15.4,%
floorplanning,num_rows,147,
critical_path,worstPathCellList,"clkdlybuf4s50_1, and2_4, buf_4, a22o_1, nor3_1, a31oi_1, nand3_1, clkdlybuf4s50_1",
critical_path,arrival,4.38,ns
critical_path,endpoint,"rd1[3]",
timing,setup_ws,0.735,ns
synth,ys_seq_share,63.0,%
synth,synthDistinctLibCells,23,
place,io_buffers,112,
final_layout,utilization,35.0,%
clock_tree,path_clk_slew,0.07,ns
timing,fin_crit_sh,88.5,%
pwr,p_leak,0.0203,uW
place,gp_congestion,0.873,
timing,rsz0062_at_grt,"false",
synth,postSynthAreaPerCell,14.4,um2
clock_tree,ctsHoldBuffers,0,
synth,yosys_warnings,1,
final_layout,layout.cells.non_filler,5748,
detailed_routing,drc,0,
synth,syn_area,0.0488,mm2
grt,overflow,0,
floorplanning,ios,113,
detailed_routing,drt_iter0_markers,2291,
final_layout,top_regs,"memory (1024)",
clock_tree,cts_made_buffers,101,
floorplanning,core-area,0.161,mm2
critical_path,required,5.12,ns
detailed_routing,drtPass1Iterations,6,
job,warnings,26,
critical_path,worst-path-max-fanout,28,
timing,relSlewSlack,36.6,%
pwr,powerDensity,267,mW/mm2
min_path,hold_path.class,"in -> reg",
timing,worst_pin_slew,0.949,ns
critical_path,crit_path_end_kind,"output port",
floorplanning,die_x,405,um
clock_tree,clock_path_buffers,3,
timing,setup_viol,0,
clock_tree,htreeDepth,3,
floorplanning,die_area,0.164,mm2
final_layout,drive_above_1_share,9.87,%
synth,top_area_cell,"edfxtp_1",
place,hpwlAfterDp,88600,um
synth,synth-seq-cells,1024,
critical_path,crit_path_start,"ra1[0]",
timing,max_freq,177,MHz
cell usage after synthesis (all sizes together):
| cell type | number |
|---|---|
| nor2b | 4 |
| or3 | 1 |
| mux2i | 1024 |
| nand2 | 195 |
| or3b | 3 |
| a31oi | 64 |
| a22o | 128 |
| nor3 | 64 |
| nor2 | 35 |
| or2 | 2 |
| nand2b | 4 |
| nand3b | 5 |
| edfxtp | 1024 |
| a22oi | 192 |
| a21oi | 192 |
| nand3 | 194 |
| clkbuf | 90 |
| and2 | 2 |
| buf | 163 |
worst min path at each step:
stage,start,endpoint,slack [ns],depth (start not counted)
CTS,wd[1],memory[29][1],1.30,2
global route,wd[1],memory[31][1],1.35,2
finish,wd[1],memory[31][1],1.35,2
kinds of logic after synthesis:
family	Yosys count	synth area share, %
flops	1024	63.0
mux	1024	21.0
simple gates	509	4.71
compound gates	576	8.04
buf+inv	253	3.21
placed cells by master, fill, tap and decap left out, types with 5 or more instances in the layout:
cell type | netlist | routed
mux2i_1 | 1024 | 1024
edfxtp_1 | 1024 | 1024
nand3_1 | 194 | 194
nand2_1 | 195 | 193
a22oi_1 | 192 | 192
a21oi_1 | 192 | 192
a22o_1 | 128 | 128
buf_4 | 47 | 124
clkdlybuf4s50_1 | 0 | 110
clkbuf_16 | 0 | 101
nor3_1 | 64 | 64
a31oi_1 | 64 | 64
nor2_4 | 0 | 34
buf_12 | 0 | 31
clkinv_1 | 0 | 24
clkinv_2 | 0 | 18
clkbuf_1 | 86 | 16
bufinv_16 | 0 | 13
clkinv_16 | 0 | 6
nand3b_1 | 5 | 5
layer usage:
layer	part of all wire (%)	up-vias	track usage, %
li1	-	13600	-
met1	36	15500	24.1
met2	46	1715	30.2
met3	14	316	11.6
met4	3.9	22	6.05
met5	0.17	-	0.892
cell type report:
| class | count | area, um2 |
|---|---|---|
| fillers | 15100 | 105000 |
| flip-flops and latches | 1024 | 30700 |
| multi-input cells | 2109 | 16800 |
| well taps | 2160 | 2700 |
| repair buffers | 267 | 2680 |
| clock buffers | 117 | 2590 |
| clock inverters | 69 | 817 |
| diodes | 2 | 5.00 |
critical path, delay by kind of cell:
family	cells	cell delay [ns]
compound gates	2	0.50
simple gates	3	0.90
buf+inv	3	1.65
report_power, final:
part	leakage (uW)	internal, uW	switching (uW)
Combinational	0.00946	538	873
Clock	0.00165	3450	2660
Sequential	0.00922	7460	31.7
metrics by stage:
| step | cell area, um2 | hold WS, ns |
|---|---|---|
| 6_report | 56300 | 1.35 |
| 5_1_grt | 56300 | 1.35 |
| 4_1_cts | 56300 | 1.30 |
| 3_5_place_dp | 52900 | 2.11 |
| 3_3_place_gp | 52900 | 2.11 |
| 2_1_floorplan | 48800 | 1.38 |
Power and IR drop assume default switching activity.
