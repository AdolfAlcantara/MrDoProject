## run.sh

```bash
#!/bin/bash
# OpenROAD 26Q1-2900-gdf79404cd8, Yosys 0.63+post, stock flow scripts
make -C /OpenROAD-flow-scripts/flow DESIGN_CONFIG=/design/flow/config.mk WORK_HOME=/design/flow/orfs finish
```

## config.mk

```make
export PLATFORM = sky130hd
export DESIGN_NAME = ALU
export DESIGN_NICKNAME = ALU
export VERILOG_FILES = /design/flow/design.v
export SDC_FILE = /design/flow/constraint.sdc
export NUM_CORES = 4
export LEC_CHECK = 1
export CORE_UTILIZATION = 30
```

## constraint.sdc

```tcl
current_design ALU

set clk_period 21.7
set clk_io_pct 0.2

create_clock -name clk0 -period $clk_period

set non_clock_inputs [all_inputs -no_clocks]
set_input_delay [expr $clk_period * $clk_io_pct] -clock clk0 $non_clock_inputs
set_output_delay [expr $clk_period * $clk_io_pct] -clock clk0 [all_outputs]
```

## design.v

```verilog
module ALU(
    input [31:0] a,
    input [31:0] b,
    input [2:0] func,
    output reg [31:0] res,
    output isZero
    );
    assign isZero = (res == 32'd0);
    always @ (func or a or b)
    begin
        case (func)
            3'b001: res = a + b; 
            3'b010: res = a - b;
            3'b011: res = a & b;
            3'b100 : res = a | b;
            3'b101: res = {31'd0, $signed(a) < $signed(b)};
            default:
                    res = 32'hX;
        endcase
    end
endmodule
```

==> flow_metrics.env <==
# flow metrics
export IMPL_status="finished, final reports clean"
export IMPL_place_hpwl_um=15310
export IMPL_ys_sh_xor=0.01166
export IMPL_final_core_util=0.3716
export IMPL_synthesis_area_mm2=0.005258
export IMPL_hold_end="res[4]"
export IMPL_hp_class="in -> out"
export IMPL_crit_path_max_fanout=3
export IMPL_warning_count=96
export IMPL_top_area_frac=0.2285
export IMPL_synthTopCellsByArea="ha_1 23%, a21oi_1 7.1%, inv_1 6.5%, nor2_1 5.8%, nand2_1 4.2%"
export IMPL_use_met2=0.3615
export IMPL_syn_inst=794
export IMPL_dieArea_mm2=0.01806
export IMPL_num_vias=6155
export IMPL_tns_ns=0
export IMPL_dr_pass1_iters=5
export IMPL_ys_top_logic_family="AND-OR/OR-AND gates"
export IMPL_grt_util_met1=0.3018
export IMPL_grt_max_degree=35
export IMPL_wirelength_um=19170
export IMPL_post_cts_repair_setup_buffers=0
export IMPL_critPathMaxStageDelay_ns=0.57
export IMPL_synth_area_per_cell_um2=6.622
export IMPL_max_freq_ghz=0.07143
export IMPL_min_period_ns=14.00
export IMPL_ys_sh_simple=0.2475
export IMPL_crit_slowest_cell="nor4b_1"
export IMPL_flop_area_um2=0
export IMPL_grtUsageTotal=0.2141
export IMPL_die_w_um=134.4
export IMPL_busiest_layer="met2"
export IMPL_relSlewSlack=0.5090
export IMPL_aoi_share=0.3889
export IMPL_synthDistinctLibCells=83
export IMPL_hold_start="b[4]"
export IMPL_post_cts_resized=0
export IMPL_antenna_found_initial=0
export IMPL_drt_iter0_drc=534
export IMPL_logic_area_mm2=0.004695
export IMPL_path_cells="clkdlybuf4s50_1 > ha_1 > fa_1 > a211oi_2 > nor2_1 > a221o_1 > a221o_1 > nor4_1 > nor4b_1 > nand4bb_1 > nor4b_1 > nand4bb_1 > or4b_1 > nor4_2 > clkdlybuf4s50_1"
export IMPL_largest_area_cell="ha_1"
export IMPL_drc=0
export IMPL_grt_overflow_total=0
export IMPL_wl_per_cell_um=17.76
export IMPL_rows=48
export IMPL_p_leak_nw=2.815
export IMPL_ys_seq_share=0
export IMPL_fp_util=0.3061
export IMPL_timing_final_max_slew_violations=0
export IMPL_design_seq_count=0
export IMPL_io_pins=100
export IMPL_final_period_utilization=0.6451
export IMPL_ctsHoldBuffers=0
export IMPL_mux_area_frac=0.007853
export IMPL_detail_route_antenna_nets=0
export IMPL_setup_viol=0
export IMPL_end_kind="output pin"
export IMPL_ir_drop_mv=0.01155
export IMPL_place_congestion=0.9548
export IMPL_worst_slew_pin_slew_ns=0.7269
export IMPL_grt_pass1_vias=5767
export IMPL_final_layout_size_suffix_gt1_frac=0.03747
export IMPL_die_h_um=134.4
export IMPL_portBuffers=100
export IMPL_critPathLaunchType="input port"
export IMPL_path_buffers=2
export IMPL_grt_pass1_wl_um=30670
export IMPL_synth_adder_area_share=0.2361
export IMPL_rsz0062_at_grt="false"
export IMPL_clkbuf_count=0
export IMPL_path_class="in -> out"
export IMPL_hold_viol=0
export IMPL_cp_arrival_ns=9.66
export IMPL_maxCapViolations=0
export IMPL_ys_area_mm2=0.005258
export IMPL_hold_depth=4
export IMPL_grt_met3_usage=0.01157
export IMPL_top_cells_by_count="96 x ha_1, 91 x inv_1, 81 x nor2_1"
export IMPL_diodes=0
export IMPL_syn2layout_area_growth_pct=21.39
export IMPL_vias_per_cell=5.704
export IMPL_cpLargestDelayFamily="simple AND/OR/NAND/NOR gates"
export IMPL_nFillCells=1897
export IMPL_most_common_cell="ha_1"
export IMPL_power_density_mw_per_mm2=28.88
export IMPL_coreArea_mm2=0.01718
export IMPL_yosys_warnings=1
export IMPL_required_ns=17.36
export IMPL_yosys_cells=794
==> layer usage <==
layer / part of all wire / vias to the layer above
met3: 0.060 / 24
met2: 0.46 / 232
met5: 0 / -
met4: 0.019 / 0
met1: 0.46 / 2863
li1: - / 3036
==> how the worst max path moves through the flow <==
stage         startpoint     end  slack (ns)  cells after the start
CTS                 b[0]  isZero        7.71                     15
global route        a[1]  isZero        7.42                     15
finish              b[0]  isZero        7.70                     15
==> cell usage in the layout, fill, tap and decap left out, types with 15 or more instances in the layout <==
cell type and n:
nand3_1 21, nor3_1 18, nor2_1 81, inv_1 91, a21oi_1 75, ha_1 96, nand2_1 59, a221o_1 18
clkdlybuf4s50_1 100, o21ai_0 35, o21bai_1 15
==> power by group <==
group | internal (mW) | switching, mW
clock | 0 | 0
combinational | 0.0815 | 0.103
sequential | 0 | 0
total | 0.0815 | 0.103
==> logic make-up after synthesis <==
kind of cell / Yosys count
muxes: 4
adders and majority gates: 98
xor gates and xnor gates: 7
AOI/OAI and AO/OA: 284
buffers and inverters: 140
and+or+nand+nor: 261
==> through the flow <==
stage	cells	power [mW]	worst slack (ns)	instance area (um^2)	hold WS (ns)
5_1_grt	1079	0.2017	7.416	6382	10.10
4_1_cts	1079	0.1822	7.714	6382	10.05
2_1_floorplan	794	0.1103	9.789	5258	8.961
3_5_place_dp	1079	0.1811	7.728	6382	10.05
6_report	1079	0.1843	7.700	6382	10.04
3_3_place_gp	1079	0.1823	7.731	6382	10.04
==> tightest hold or removal path: cells and delay by family <==
family                     cells  cell delay, ns
adders and majority gates      1            0.20
buffers and inverters          2            0.95
AOI/OAI and AO/OA              1            0.21
==> cell type report <==
type / instances / area share
inverters: 92 / 0.05411
repair buffers: 108 / 0.1662
well taps: 225 / 0.04411
multi-input cells: 654 / 0.7355
Power figures rest on the tool's default switching activity, not on a simulated workload.
