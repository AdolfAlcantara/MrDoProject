## /design/flow/run.sh

```bash
#!/bin/bash
# OpenROAD 26Q1-2900-gdf79404cd8, Yosys 0.63+post, stock flow scripts
make -C /OpenROAD-flow-scripts/flow DESIGN_CONFIG=/design/flow/config.mk WORK_HOME=/design/flow/orfs finish
```

## /design/flow/design.v

```verilog
module ControlUnit(
    input [5:0] opc,  
    input [5:0] func,  
    output isJmp,  
    output isBeq,  
    output isBne,  
    output [1:0] rfWriteDataSel,  
    output rfWriteAddrSel,  
    output rfWriteEnable,  
    output memWrite,  
    output memRead,  
    output aluSrc,  
    output [2:0] aluFunc,  
    output bitXtend,  
    output invOpcode  
);
always @(*) begin
    isJmp = 1'd0;
    isBeq = 1'd0;
    isBne = 1'd0;
    rfWriteDataSel = 2'd0;
    rfWriteAddrSel = 1'd1;
    rfWriteEnable = 1'd0;
    memWrite = 1'd0;
    memRead = 1'd0;
    aluSrc = 1'd0;
    aluFunc = 3'bx;
    bitXtend = 1'dz;
    invOpcode = 1'd0;
    case (opc)
        6'h00: begin
            rfWriteEnable = 1'd1;
            case (func)
                6'h20: begin
                    aluFunc = 3'b001;
                end
                6'h22:begin
                    aluFunc = 3'b010;
                end
                6'h24:begin
                    aluFunc = 3'b011;
                end
                6'h25:begin
                    aluFunc = 3'b100;
                end
                6'h2A:begin
                    aluFunc = 3'b101;
                end
                default: begin
                end 
            endcase
        end 
        6'h02: begin
            isJmp = 1'd1;
        end
        6'h04: begin
            isBeq = 1'd1;
            aluFunc = 3'b010;
        end
        6'h05:begin
            isBne = 1'd1;
            aluFunc = 3'b010;
        end
        6'h23: begin
            memRead =1'd1;
            rfWriteDataSel = 2'd1;
            rfWriteEnable = 1'd1;
            rfWriteAddrSel = 1'd0;
            aluSrc = 1'd1;
            bitXtend = 1'd1;
            aluFunc = 3'b001;
        end
        6'h2B: begin
            memWrite = 1'd1;
            aluSrc = 1'd1;
            bitXtend = 1'd1;
            aluFunc = 3'b001;
        end
        default: begin
        end
    endcase
end
endmodule
```

## /design/flow/config.mk

```make
export PLATFORM = sky130hd
export DESIGN_NAME = ControlUnit
export DESIGN_NICKNAME = ControlUnit
export VERILOG_FILES = /design/flow/design.v
export SDC_FILE = /design/flow/constraint.sdc
export NUM_CORES = 4
export LEC_CHECK = 1
export CORE_AREA = 10 10 70 70
export DIE_AREA = 0 0 80 80
```

## /design/flow/constraint.sdc

```tcl
current_design ControlUnit

set clk_period 1.7
set clk_io_pct 0.2

create_clock -name clk0 -period $clk_period

set non_clock_inputs [all_inputs -no_clocks]
set_input_delay [expr $clk_period * $clk_io_pct] -clock clk0 $non_clock_inputs
set_output_delay [expr $clk_period * $clk_io_pct] -clock clk0 [all_outputs]
```

==> impl_metrics.tcl <==
# yosys + openroad results
set metrics [dict create \
    grt_max_degree 6 \
    initialDrtViolationCount 3 \
    via_per_inst 3.11 \
    die_x_um 80 \
    yosys_area_um2 230 \
    clockBufferCount 0 \
    seq_area_um2 0 \
    layout_worst_path_cycle_share_pct 99.7 \
    layout-drive-gt1-share_pct 56.9 \
    dp_hpwl_um 808 \
    status "finished clean" \
    routed_wl_mm 1.04 \
    gr-usage-all-layers_pct 2.77 \
    yosysUniqueCellTypes 24 \
    grt_pass1_vias 320 \
    ys_warn_count 36 \
    seq_cells 0 \
    fp_util_pct 6.74 \
    via_count 345 \
    postSynthCellCount 33 \
    ios 27 \
    layout_top_cell "buf_4" \
    hold_violations 0 \
    antenna_found_initial 0 \
    areaGrowthSynthToFinish_pct 176 \
    yosys-stat-cells 33 \
    die_area_mm2 0.00640 \
    min-delay-path-class "in2out" \
    p_leak_nw 0.336 \
    core-area_mm2 0.00342 \
    finalSetupViolCount 0 \
    gp_congestion 0.768 \
    critPathMaxFanout 3 \
    avgSynthCellArea_um2 6.98 \
    placedCellCount 103 \
    grt_pass1_wl_mm 1.53 \
    start_kind "input pin" \
    syn_area_um2 230 \
    yosysTopAreaCell "buf_4" \
    port_buffers 24 \
    endpoint_kind "output pin" \
    stdcell_count 111 \
    peakVddDrop_v 0.0000217 \
    crit_cells 5 \
    die_y_um 80 \
    finish.utilization_pct 18.6 \
    cp.buffers_inverters 3 \
    ys_seq_share_pct 0 \
    rows 21 \
    crit_chain "buf_8 > or3_4 > buf_6 > nor4b_4 > buf_2" \
    slew_violations 0 \
    tool_warnings 34 \
    antenna_left 0 \
    crit_family "simple AND/OR/NAND/NOR gates" \
    arrival_ns 1.35 \
    period_needed_ns 1.69 \
    routedWlPerCell_um 9.32 \
    max-cap-violations 0 \
    hold-worst-slack_ns 0.918 \
    rsz0062_at_grt "yes" \
    fmax_mhz 590 \
    netlist.area_leader.share_pct 13.0 \
    fill_cells 376 \
    power_uw 92.9 \
    drc_errors 0 \
    crit_required_ns 1.36 \
    powerDensity_mw_per_mm2 146 \
    dr.pass1.iters 2 \
    whs_path_depth 3 \
    lay_top_cells "buf_4, buf_2, buf_6, clkdlybuf4s15_1, dlygate4sd2_1" \
    grt_overflow_total 0 \
    critPathKind "in2out" \
    area_leaders "buf_4, or3_4, nor4bb_1, and2_1, a41o_1" \
    antennaDiodeCount 0 \
    critical-path-max-stage-delay_ns 0.38 \
    slowest_stage "or3_4" \
]
## cell families (layout without fill, tap and decap cells)
family	Yosys count	after routing	share of synthesized area, %
AND-OR/OR-AND	5	5	15.2
XOR/XNOR	1	1	3.81
buffers and inverters	7	38	17.9
other	2	3	3.26
AND/OR/NAND/NOR	18	18	59.8
## report_power, final
group          total [mW]  internal, mW  switching, mW
Clock                   0             0              0
Sequential              0             0              0
Combinational      0.0929        0.0597         0.0333
## layer usage
| layer | global-route usage (%) | up-vias | share of wire [%] |
|---|---|---|---|
| li1 | - | 178 | - |
| met1 | 3.76 | 149 | 45 |
| met2 | 4.49 | 18 | 45 |
| met3 | 0.795 | 0 | 11 |
| met4 | 0 | 0 | 0 |
| met5 | 0 | - | 0 |
## final timing paths
check / start / to
max: opc[2] / isJmp
min: opc[5] / isJmp
## worst min-delay path, stage by stage
cell and delay [ns]:
buf_12 0.09, nor4b_4 0.04, buf_2 0.10
## metrics by stage
step	cell area (µm²)	setup slack (ns)	TNS, ns
2_1_floorplan	234	0.323	0
3_3_place_gp	524	-0.687	-6.73
6_report	636	0.00565	0
3_5_place_dp	524	-0.705	-6.85
5_1_grt	636	-0.0201	-0.0314
4_1_cts	597	-0.0350	-0.0350
## cells in the mapped netlist, drive strengths merged (2+ instances only)
| master | n |
|---|---|
| o21ai | 2 |
| or3 | 3 |
| conb | 2 |
| inv | 3 |
| nor4bb | 2 |
| buf | 4 |
| and2 | 2 |
## final cells by class
cell class                 count  area (µm²)  share of cell area (%)
inverter                       3        11.3                    1.77
timing repair buffer          35         305                    48.0
multi-input combinational     27         262                    41.1
tap                           46        57.6                    9.06
## what timing repair did
item,CTS,global route
hold buffers,0,0
setup endpoints to repair,12,7
pin swaps,15,8
buffers inserted,8,2
gates resized,76,16
